--- design/flow/config.mk ---
export PLATFORM = sky130hd
export DESIGN_NAME = leaky_relu
export DESIGN_NICKNAME = leaky_relu
export VERILOG_FILES = /design/flow/design.v
export SDC_FILE = /design/flow/constraint.sdc
export NUM_CORES = 4
export LEC_CHECK = 1
export CORE_AREA = 10 10 70 70
export DIE_AREA = 0 0 80 80
--- design/flow/constraint.sdc ---
current_design leaky_relu

set clk_period 1.0
set clk_io_pct 0.2

create_clock -name clk0 -period $clk_period

set non_clock_inputs [all_inputs -no_clocks]
set_input_delay [expr $clk_period * $clk_io_pct] -clock clk0 $non_clock_inputs
set_output_delay [expr $clk_period * $clk_io_pct] -clock clk0 [all_outputs]
--- design/flow/design.v ---
`timescale 1ns / 1ps
module leaky_relu(
    input [15:0] in_value,
    input in_done,
    output [15:0] out_value,
    output out_done
    );
    assign out_value = (in_done == 1'b1)?
                        (in_value[15] == 1'b1)?
                            {3'b111,in_value[15:3]} :
                        in_value
                    : 16'h0000;
    assign out_done = in_done;
endmodule
--- design/flow/run.sh ---
#!/bin/bash
# OpenROAD 26Q1-2900-gdf79404cd8, Yosys 0.63+post, stock flow scripts
make -C /OpenROAD-flow-scripts/flow DESIGN_CONFIG=/design/flow/config.mk WORK_HOME=/design/flow/orfs finish
==> qor.yml <==
layout:
  regArea_um2: 0
  seq_cell_count: 0
  drive_gt1_frac: 0.397
  clkbuf_count: 0
  fill_cells: 391
  synthToLayoutAreaGrowth_pct: 177
  finalNonFillerCells: 119
clock_tree:
  hold_buffers: 0
hold_path:
  hold-path-endpoint: "out_value[12]"
  hold_class: "in -> out"
  worstHoldStart: "in_value[12]"
  worstHoldPathCells: 3
critical_path:
  path_cells: "buf_12 -> buf_12 -> buf_12 -> mux2i_1 -> nor2b_1 -> buf_2"
  criticalPathCategory: "in -> out"
  crit_top_cell: "buf_12"
  critPathMaxStageDelay_ns: 0.13
  cp.required_ns: 0.80
  cp_slowest_cell: "buf_12"
  start_kind: "input port"
  worst-path-max-fanout: 7
  crit_arrival_ns: 0.91
  worst_setup_path_end_kind: "primary output"
sta:
  post-route-worst-setup-slack_ns: -0.107
  fin_crit_ns: 1.11
  drv_slew: 0
  tightest_slew_ns: 0.138
  final_hold_viol_count: 0
  setup_viol: 12
  fmax_mhz: 903
  grt_setup_unrepaired: "yes"
  min_period_over_period: 1.11
  slew_headroom: 0.905
route:
  drtPass1Iterations: 3
  wl_mm: 1.53
  dr_total_vias: 381
  ant_nets: 0
  drc: 0
  antenna_cells_inserted: 0
  drtIter0Drc: 5
  vias_per_cell: 3.20
  routedWlPerCell_um: 12.8
global_routing:
  grt_pass1_vias: 399
  overflow: 0
  grt_max_degree: 10
  antenna_found_initial: 0
  grt_pass1_wl_mm: 2.21
  grt_usage: 0.0441
floorplanning:
  fp-utilization: 0.0788
  die_h_um: 80
  num_rows: 21
  die_w_um: 80
  dieArea_um2: 6400
  core_um2: 3420
  io_pins: 34
power_and_ir_drop:
  power_mw: 0.276
  ir_drop_v: 0.000141
  leakage_nw: 0.378
  p_per_area_nw_per_um2: 370
synth:
  yosys-stat-cells: 32
  postSynthSeqShare: 0
  syn-cell-area_um2: 269
  yosysUniqueCellTypes: 8
  yosys_area_um2: 269
  synth_top_area_share: 0.447
  ys.warnings.count: 0
  postSynthAreaPerCell_um2: 8.41
  yosysTopAreaCell: "mux2i_1"
  synth.area.top_cells: "mux2i_1 (45%), nor2b_1 (28%), o21a_1 (8.4%)"
  postSynthCellCount: 32
status:
  violations: "setup timing"
  status: "complete, but fails checks"
place:
  hpwlAfterDp_mm: 1.06
  port_buffers: 34
  gp_congestion: 0.722
  post-place-ws_ns: -0.767
  place_inst: 110
run:
  maxCapViolCount: 0
  warnings: 34
==> metrics by stage <==
| stage | setup TNS (ns) | instance area, µm² | utilization | hold slack [ns] |
|---|---|---|---|---|
| 3_3_place_gp | -12.09 | 663 | 0.194 | 1.39 |
| 4_1_cts | -0.928 | 749 | 0.219 | 0.784 |
| 6_report | -0.909 | 744 | 0.218 | 0.789 |
| 3_5_place_dp | -12.28 | 663 | 0.194 | 1.37 |
| 2_1_floorplan | 0 | 269 | - | 0.462 |
| 5_1_grt | -1.38 | 744 | 0.218 | 0.828 |
==> cells in the mapped netlist <==
cell       n
nor2b_1   12
o21a_1     3
buf_6      1
buf_4      1
clkbuf_2   1
mux2i_1   12
buf_12     1
and2_2     1
==> layout make-up <==
type | count | area, µm² | share of cell area
Multi-Input combinational cell | 28 | 226 | 0.304
Tap cell | 46 | 57.6 | 0.0773
Timing Repair Buffer | 45 | 460 | 0.618
==> worst max-delay path, delay by kind of cell <==
| kind | cells | cell delay, ns |
|---|---|---|
| and+or+nand+nor | 1 | 0.11 |
| muxes | 1 | 0.12 |
| buffers and inverters | 4 | 0.47 |
==> cells by family after synthesis <==
family	after synthesis	share of synthesized area
AND/OR/NAND/NOR	13	0.307
multiplexers	12	0.447
buffers and inverters	4	0.163
AND-OR/OR-AND	3	0.0837
==> per-layer routing <==
layer  routed length [µm]  GRT usage
met5                    0          0
met4                    0          0
met3                  253     0.0239
met2                  416     0.0465
met1                  857     0.0738
==> repair_timing <==
item	in CTS	in global routing
buffers inserted	7	0
pin swaps	3	1
cloned	2	0
gates resized	88	1
endpoints found under the setup margin	17	13
==> report_power, final <==
part / switching, mW / total, mW / leakage (nW) / internal (mW)
registers: 0 / 0 / 0 / 0
clock network: 0 / 0 / 0 / 0
logic: 0.0858 / 0.276 / 0.378 / 0.190
==> cell usage in the layout (no fill, tap or decap) <==
master           instances
dlygate4sd2_1           14
nor2b_1                 12
mux2i_1                 12
buf_12                   7
buf_16                   2
buf_6                    2
o21a_1                   3
clkdlybuf4s15_1          3
buf_2                   14
and2_4                   1
buf_4                    2
clkbuf_2                 1
==> how the worst max path moves through the flow <==
stage           startpoint      endpoint  slack, ns  cells past startpoint
CTS           in_value[15]  out_value[2]      -0.09                      6
global route  in_value[15]  out_value[3]      -0.13                      6
finish        in_value[15]  out_value[4]      -0.11                      6
Power and IR drop assume default switching activity.
