--- design/flow/run.sh ---
#!/bin/bash
# OpenROAD 26Q1-2900-gdf79404cd8, Yosys 0.63+post, stock flow scripts
make -C /OpenROAD-flow-scripts/flow DESIGN_CONFIG=/design/flow/config.mk WORK_HOME=/design/flow/orfs finish
--- design/flow/design.v ---
`timescale 1ns / 1ps
module max_pooling(
    input                 reset     ,
    input                 pass      ,
    input                 clk       ,
    input                 in_done_1 ,
    input                 in_done_2 ,
    input       [15:0]    in_value_1,
    input       [15:0]    in_value_2,
    output reg            out_done_1 ,
    output reg  [15:0]    out_value_1,
    output reg            out_done_2 ,
    output reg  [15:0]    out_value_2
    );
    reg[2:0] state; 
    always @(posedge clk) begin
        if (pass == 1'b1)begin
            out_done_1  <= in_done_1;
            out_value_1 <= in_value_1;
            out_done_2  <= in_done_2;
            out_value_2 <= in_value_2;
        end
        else if (pass == 1'b0)  begin
            if(reset == 1'b1) begin
                state <= 3'b000;
                out_done_1 <= 1'b0;
                out_done_2 <= 1'b0;
                out_value_1<=16'h0000;
                out_value_2<=16'h0000;
            end
            else begin
                case(state)
                    3'b000: begin
                        out_done_1 <= 1'b0;
                        out_done_2 <= 1'b0;
                        out_value_1<=16'h0000;
                        out_value_2<=16'h0000;
                        if(in_done_1 == 1'b1) begin
                            out_value_1 <= in_value_1;
                            state <= 3'b001;
                        end
                        else if(in_done_2 == 1'b1) begin
                            out_value_1 <= in_value_2;
                            state <= 3'b001;
                        end
                        else state<= 3'b000;
                    end
                    3'b001: begin
                        if(in_done_1 == 1'b1) begin
                            if(out_value_1 > in_value_1) out_value_1 <= out_value_1;
                            else if (out_value_1 < in_value_1) out_value_1 <= in_value_1;
                            else out_value_1 <= out_value_1;
                            state <= 3'b010;
                        end
                        else if(in_done_2 == 1'b1) begin
                            if(out_value_1 > in_value_2) out_value_1 <= out_value_1;
                            else if (out_value_1 < in_value_2) out_value_1 <= in_value_2;
                            else out_value_1 <= out_value_1;
                            state <= 3'b010;
                        end
                        else state<= 3'b001;
                    end
                    3'b010: begin
                        if(in_done_1 == 1'b1) begin
                            if(out_value_1 > in_value_1) out_value_1 <= out_value_1;
                            else if (out_value_1 < in_value_1) out_value_1 <= in_value_1;
                            else out_value_1 <= out_value_1;
                            state <= 3'b011;
                        end
                        else if(in_done_2 == 1'b1) begin
                            if(out_value_1 > in_value_2) out_value_1 <= out_value_1;
                            else if (out_value_1 < in_value_2) out_value_1 <= in_value_2;
                            else out_value_1 <= out_value_1;
                            state <= 3'b011;
                        end
                        else state<= 3'b010;
                    end
                    3'b011: begin
                        if(in_done_1 == 1'b1 && in_done_2 == 1'b0) begin
                            if(out_value_1 > in_value_1) out_value_1 <= out_value_1;
                            else if (out_value_1 < in_value_1) out_value_1 <= in_value_1;
                            else out_value_1 <= out_value_1;
                            state <= 3'b100;
                            out_done_1 <= 1'b1;
                        end
                        else if(in_done_1 == 1'b0 && in_done_2 == 1'b1) begin
                            if(out_value_1 > in_value_2) out_value_1 <= out_value_1;
                            else if (out_value_1 < in_value_2) out_value_1 <= in_value_2;
                            else out_value_1 <= out_value_1;
                            state <= 3'b100;
                            out_done_1 <= 1'b1;
                        end
                        else state<= 3'b011;
                    end
                    3'b100: begin
                        out_done_1 <= 1'b0;
                        state <= 3'b000;
                    end
                    default: begin
                        state <= 3'b000;
                    end
                endcase
            end
        end
        else begin
            state       <= 3'b000;
            out_done_1  <= 1'b0;
            out_done_2  <= 1'b0;
            out_value_1 <= 16'h0000;
            out_value_2 <= 16'h0000;
        end
    end
endmodule
--- design/flow/config.mk ---
export PLATFORM = sky130hd
export DESIGN_NAME = max_pooling
export DESIGN_NICKNAME = max_pooling
export VERILOG_FILES = /design/flow/design.v
export SDC_FILE = /design/flow/constraint.sdc
export NUM_CORES = 4
export LEC_CHECK = 1
export CORE_UTILIZATION = 50
--- design/flow/constraint.sdc ---
current_design max_pooling

set clk_period 4.5
set clk_io_pct 0.2

create_clock -name clk0 -period $clk_period [get_ports {clk}]

set non_clock_inputs [all_inputs -no_clocks]
set_input_delay [expr $clk_period * $clk_io_pct] -clock clk0 $non_clock_inputs
set_output_delay [expr $clk_period * $clk_io_pct] -clock clk0 [all_outputs]
==> flow_summary.ini <==
; generated from flow reports
[global_routing]
grt_max_degree = 34
grt_pass1_vias = 2630
use_met3_pct = 3.79
antenna_found_initial = 0
use_met2_pct = 39.1
grt-ovfl-total = 0
grt_pass1_wl_mm = 13.1
grt_use_total_pct = 26.6
top_usage_layer = met1
met1_usage_pct = 44.6

[setup_path]
worst_path_max_delay_cell = a211oi_2
critical_path_class = in2reg
critical_path_arrival_ns = 3.77
worst-r2r-cell-count = 7
r2r-end = out_value_1[6]$_DFFE_PP_
cp_slowest_stage_delay_ns = 0.68
path_cells = clkdlybuf4s50_1, inv_1, ha_1, a2111oi_2, a2111oi_1, a211oi_2, buf_4, mux2_2, a31oi_1
cp-start-kind = input port
critPathCapture = out_value_1[6]$_DFFE_PP_
worstReg2RegStart = out_value_1[1]$_DFFE_PP_
worstSetupStartpoint = in_value_1[1]
crit_fanout = 9
cp_num_buf_inv = 3
crit_path_end_kind = flop
path_depth = 9
cp.required_ns = 4.64
r2r_slack_ns = 1.57
cpLargestDelayFamily = AND-OR/OR-AND gates

[power]
irDropWorstVdd_mv = 0.211
p_per_area_nw_per_um2 = 299
cellLeakagePower_nw = 1.65

[logic_synthesis]
yosys.area_share.aoi_pct = 22.1
ys_warn_count = 1
simple_gate_area_share_pct = 17.2
xor_area_share_pct = 0
edf_count = 34
syn_area_um2 = 3210
ys_cells = 365
flop_cell = edfxtp_1
top_logic_kind = AND-OR/OR-AND gates
topCellsByArea = edfxtp_1 32%, ha_1 13%, nand2_1 8.9%
async_reset_ff_share_pct = 0
synth_cells = 365
adder_share_pct = 13.2
synth.top_cell.area_share_pct = 31.8
syn_avg_cell_area_um2 = 8.81
yosysUniqueCellTypes = 37
synth-seq-area-share_pct = 34.9
yosys.area.top_type = edfxtp_1
ys_ff = 39
ys_sh_mux_pct = 5.61
ys_area_um2 = 3210

[sta]
drv_slew = 0
max_freq_ghz = 0.276
skew_ns = 0.0122
fin_crit_ns = 3.63
slew_headroom_pct = 48.7
finalSetupViolCount = 0
finalHoldViolations = 0
fin_crit_sh_pct = 80.6
tightest_slew_ns = 0.767
setup_tns_ns = 0
grt_setup_unrepaired = false
worst_slack_ns = 0.871

[drt]
drc = 0
vias = 2879
dr.pass1.iters = 4
drt_iter0_markers = 249
wire_per_inst_um = 15.9
ant_nets = 0
routed_wl_mm = 8.04
post_drt_via_cell_ratio = 5.68
num_antenna_cells = 0

[final_layout]
layout_top_cell = nand2_1
areaGrowthSynthToFinish_pct = 28.0
postLayoutCellArea_um2 = 4120
drive_gt1_share_pct = 9.03
mostFrequentLayoutCells = 76 x nand2_1, 70 x clkdlybuf4s50_1, 42 x a21oi_1, 36 x inv_1

[hold_path]
hp-class = reg2reg

[die]
die_w_um = 82.2
fp_util_pct = 53.0
chipArea_um2 = 6750
core_area_um2 = 6060
rows = 28
ios = 71
die_h_um = 82.2

[job]
max_cap_violations = 0
log.warning_count = 29

[cts]
cts-root-buf = clkbuf_8
htree_num_levels = 2
postCtsSetupRepairBufs = 0
cts_tree = built
cts_hold_buf = 0
cts-resized-gates = 0
numCtsBuffers = 5
cts_max_path_buffers = 2
clk_pin_slew_ns = 0.08
insertion_delay_ns = 0.29
clock_sinks = 39

[placement]
dp_hpwl_mm = 5.80
placed_area_um2 = 3980
pre_cts_slack_ns = 0.604
gp_congestion = 0.849
place.port_buffers = 70

[outcome]
status = complete, no violations
==> area by class of cell <==
cell class | instances | area, µm²
fillers | 477 | 1950
multi-input cells | 272 | 1880
flip-flops and latches | 39 | 1120
repair buffers | 77 | 753
inverters | 36 | 135
well taps | 75 | 93.8
clock buffers | 6 | 72.6
clock inverters | 2 | 60.1
==> routing by layer <==
layer,vias up,wire length (µm)
met4,0,67
met3,6,828
met1,1285,3760
met2,136,3390
li1,1452,-
met5,-,0
==> per-stage QoR <==
stage / cells / utilization, % / hold slack [ns] / total power (W)
6_report: 507 / 67.9 / 0.486 / 0.00123
3_3_place_gp: 499 / 65.7 / 0.474 / 0.000883
5_1_grt: 507 / 67.9 / 0.533 / 0.00131
4_1_cts: 507 / 67.9 / 0.486 / 0.00124
2_1_floorplan: 365 / - / 0.445 / 0.000702
3_5_place_dp: 499 / 65.7 / 0.483 / 0.000885
==> power by group <==
group	switching (W)	leakage, nW	internal, W
Combinational	0.000187	1.17	0.000206
Sequential	0.0000430	0.418	0.000443
Clock	0.000128	0.0654	0.000222
==> cell usage after synthesis, types with 2 or more instances <==
cell type	n
a221oi_1	12
and4_1	2
and2_1	18
ha_1	34
a21oi_1	42
nand4_1	2
a31oi_1	17
nor2b_1	2
clkbuf_1	14
mux2_2	12
a22o_1	3
a221oi_2	4
a2111oi_2	2
inv_1	36
nand2_1	76
dfxtp_1	5
a21o_1	4
mux2_1	4
nand2b_1	2
nor3_1	4
buf_6	2
nor2_1	10
edfxtp_1	34
o211ai_1	2
o21ai_0	9
o221ai_1	2
==> worst min-delay path by stage <==
stage	start	end	slack [ns]	cells past startpoint
after CTS	state[2]$_DFF_P_	state[4]$_DFF_P_	0.49	2
after global routing	state[2]$_DFF_P_	state[4]$_DFF_P_	0.53	2
final	state[2]$_DFF_P_	state[4]$_DFF_P_	0.49	2
==> cells by family (layout without fill, tap and decap cells) <==
group	after synthesis	in the layout
AOI/OAI and AO/OA	103	103
adders and majority gates	34	34
DFF	39	39
muxes	16	16
and+or+nand+nor	119	119
buffers and inverters	54	121
==> registers in the layout, indices dropped and copies added, names as in the netlist <==
signal       cells
out_value_1     16
out_value_2     16
state            5
out_done_2       1
out_done_1       1
==> worst reg2reg max path, stage by stage (launching register included) <==
cell and delay (ns):
edfxtp_1 0.48, ha_1 0.33, a2111oi_2 0.38, a2111oi_1 0.12
a211oi_2 0.68, buf_4 0.32, mux2_2 0.35, a31oi_1 0.13
Power and IR drop assume default switching activity.
