--- flow/config.mk ---
export PLATFORM = sky130hd
export DESIGN_NAME = pe_val_adder
export DESIGN_NICKNAME = pe_val_adder
export VERILOG_FILES = /design/flow/design.v
export SDC_FILE = /design/flow/constraint.sdc
export NUM_CORES = 4
export LEC_CHECK = 1
export CORE_UTILIZATION = 30
--- flow/constraint.sdc ---
current_design pe_val_adder

set clk_period 10.5
set clk_io_pct 0.2

create_clock -name clk0 -period $clk_period [get_ports {clk}]

set non_clock_inputs [all_inputs -no_clocks]
set_input_delay [expr $clk_period * $clk_io_pct] -clock clk0 $non_clock_inputs
set_output_delay [expr $clk_period * $clk_io_pct] -clock clk0 [all_outputs]
--- flow/run.sh ---
#!/bin/bash
# OpenROAD 26Q1-2900-gdf79404cd8, Yosys 0.63+post, stock flow scripts
make -C /OpenROAD-flow-scripts/flow DESIGN_CONFIG=/design/flow/config.mk WORK_HOME=/design/flow/orfs finish
--- flow/design.v ---
`timescale 1ns / 1ps
module pe_val_adder(
    input             clk,
    input             reset,
    input             done_1,
    input             done_2,
    input             done_3,
    input     [15:0]  data_1,
    input     [15:0]  data_2,
    input     [15:0]  data_3,
    output reg        done,
    output reg[15:0]  value 
    );
    reg[1:0] state;
    always @(posedge clk) begin
        if(reset == 1'b1) begin
            state <= 2'b00;
            done  <= 1'b0;
            value <= 16'h0000;
        end
        else begin
            case(state)
            2'b00: begin
                if(done_1== 1'b1) begin
                    value <= data_1;
                    state <= 2'b01;
                    done <= 1'b0;
                end
                else begin
                    state<= 2'b00;
                    done <= 1'b0;
                end
            end
            2'b01: begin
                if(done_2== 1'b1) begin
                    value <= value + data_2;
                    state <= 2'b10;
                end
                else state<= 2'b01;
            end
            2'b10: begin
                if(done_3== 1'b1) begin
                    value <= value + data_3;
                    done <=1'b1;
                    state <= 2'b00;
                end
                else state<= 2'b10;
            end
            default: begin
                value <= 16'h0000;
                done <= 1'b0;
                state<= 2'b00;
            end
            endcase
        end
    end
endmodule
==> ci_impl_report.md <==
## Implementation flow summary

| Metric | Value |
|---|---|
| Post-route ant nets | 0 |
| Final HPWL DP | approximately 3600 um |
| Cell area leaders | dfxtp_1 (23%), ha_1 (11%), mux2_2 (9.7%), a221oi_1 (4.5%), a21oi_1 (4.3%) |
| Total die size | between 6000 and 7000 um2 |
| Clk Latency, worst-skew pair | between 200 and 300 ps |
| Synth Cell Area | 1740 um2 |
| Cycle use final | 0.430 |
| Maximum vdd drop | 0.0910 mV |
| Register area share after synthesis | 0.230 |
| Post-synthesis instance total | around 210 |
| Outcome | complete, no violations |
| Pwr Total | slightly above 0.3 mW |
| Crit path max fanout | 3 |
| Global route overflow | 0 |
| Clk sink count | 20 |
| Vias per std cell | between 5 and 6 |
| Core Util, Final | 0.461 |
| CP Capture Type | flip-flop |
| Most frequent cells in the layout | clkdlybuf4s50_1 (69), dfxtp_1 (20), nor2_1 (18), nand2_1 (16) |
| Sw Ratio | 0.323 |
| CTS max path bufs | 2 |
| Die X | a little under 80 um |
| Post-CTS Setup Bufs | 0 |
| Post-synth top area share | 0.230 |
| Drt pass-1 iters | 4 |
| Core Area | roughly 5500 um2 |
| Via Count | roughly 1800 |
| Psw | 0.101 mW |
| Area growth syn-to-layout | 46.7% |
| OpenROAD warning count | 25 |
| Worst slew pin tran | approximately 740 ps |
| Row cnt | 27 |
| Vias in the first global route | between 1500 and 2000 |
| Post-synth top area cell | dfxtp_1 |
| RSZ-0062 raised after global routing | no |
| Post-synth EDFFs | 0 |
| Register bit total from synthesis | 20 |
| Leakage | around 1.0 nW |
| Crit Reg-Reg Startpoint | state[1] |
| Fraction of layout cells with a size suffix above 1 | 0.0989 |
| Clk pwr share | 0.254 |
| Hold_sp | state[2] |
| H-tree depth | 1 |
| Global-route wire length before repair | 8300 um |
| Post-cts sizing count | 0 |
| RePlAce Congestion | 0.870 |
| # Cells Yosys | about 210 |
| Slew HR | 0.506 |
| Arr. time, crit path | around 4600 ps |
| Reg2Reg Depth | 10 |
| Flop2flop setup slack | 7540 ps |
| ANT cells | 0 |
| Pint | roughly 0.21 mW |
| CTS tree | done |
| Cell area after layout | 2550 um2 |
| Cell Pwr Density | about 120 nW/um2 |
| Hold_buf cts | 0 |
| Fp_density | 0.314 |
| Main flop type | dfxtp_1 |
| Fillers | approximately 560 |
| Comb power frac | 0.443 |
| Die H | 78.2 um |
| Synth cell types | approximately 48 |
| Commonest Layout Cell | clkdlybuf4s50_1 |
| CP Launch Type | primary input |
| Setup_tns | 0 ps |
| CTS Buf Count | 3 |
| Clock Tree Root | clkbuf_8 |
| Ys Warns | 1 |
| Hold depth | 2 |
| Fin. max-slew vios | 0 |
| Max Cap Viol | 0 |
| CTS clk-pin slew, worst paths | ~80 ps |
| Final tally of setup violations | 0 |
| Hold Crit Class | flip-flop to flip-flop |
| I/O pins | 70 |
| IO buf count | 69 |
| Seq pwr share | 0.303 |
| Fin. Hold Viols | 0 |
| Wire length per cell | ~14 um |
| Overall Global Routing Usage | 0.172 |
| Largest net degree at the start of global routing | 29 |
| Critical path origin | data_3[0] |
| Antenna violations before repair | 0 |
| Peak Freq | roughly 0.22 GHz |
| Iteration-0 DRC Markers | around 97 |
| DRC violations left | 0 |
| Placed cell area | approximately 2500 um2 |
| Synth Area per Inst | between 8 and 9 um2 |
| Crit Path Category | primary input to flip-flop |
| Asr flop ratio synth | 0 |
| Hold Slack | 507 ps |
| Setup Skew | around 1.4 ps |
| Yosys Chip Area | 1740 um2 |
| Routed Wire Length | around 5000 um |
| Final Critical Period | 4520 ps |
| Req. time, crit path | between 10000 and 15000 ps |
## power by group through the flow
stage,registers [mW],logic (mW),clock network [mW]
4_1_cts,0.0946,0.139,0.0808
5_1_grt,0.0962,0.155,0.0832
6_report,0.0945,0.138,0.0791
## critical path, cell delays in order
cell and delay [ps]:
clkdlybuf4s50_1 390, mux2_2 260, ha_1 210, fa_1 400, a21oi_1 230, o21ai_1 120
a21oi_2 220, o21ai_1 150, a311oi_2 300, xor2_1 170, a31oi_1 90
## metal layers
metal | wire (um) | vias to the layer above | part of all wire | track usage
li1 | - | 914 | - | -
met1 | 2450 | 815 | 0.49 | 0.242
met2 | 2230 | 51 | 0.45 | 0.293
met3 | 265 | 2 | 0.053 | 0.0272
met4 | 23 | 0 | 0.0046 | 0.0111
met5 | 0 | - | 0 | 0
## area by class of cell
class                           count  area, um2  area share
Tap cell                           72       90.1      0.0353
Clock buffer                        3       41.3      0.0162
Timing Repair Buffer               71        706       0.276
Clock inverter                      1       30.0      0.0118
Multi-Input combinational cell    174       1270       0.498
Inverter                            4       15.0     0.00588
Sequential cell                    20        400       0.157
## synth_stat cells, drive strengths merged (4+ instances only)
cell,instances
a21oi,16
a221oi,9
a311oi,5
a31oi,4
buf,7
clkbuf,4
dfxtp,20
ha,15
inv,4
mux2,15
nand2,16
nand3,6
nor2,18
nor2b,4
nor3,9
o21ai,11
o21bai,4
xnor2,6
xor2,6
## cell families (layout without fill, tap and decap cells)
group           after synthesis  count (layout)  share of synthesized area
mux                          18              18                      0.114
fa+ha+maj                    16              16                      0.119
flops                        20              20                      0.230
buf+inv                      15              79                     0.0395
compound gates               62              62                      0.249
simple gates                 66              66                      0.188
xor+xnor                     12              12                     0.0603
## sequential cells by signal (all words and copies together) (netlist names)
name	flops
state	3
done	1
value	16
## final timing paths
check              endpoint
setup / recovery  value[14]
setup reg to reg  value[14]
hold reg to reg    state[1]
hold / removal     state[1]
## per-stage QoR
step           std cells  setup slack, ps
2_1_floorplan        209             6320
3_3_place_gp         341             5780
3_5_place_dp         341             5730
4_1_cts              345             6000
5_1_grt              345             5770
6_report             345             5980
Power is estimated from default activity; no workload was simulated.
